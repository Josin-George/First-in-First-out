--- ./run.sh ---
#!/bin/bash
# OpenROAD 26Q1-2900-gdf79404cd8, Yosys 0.63+post, stock flow scripts
make -C /OpenROAD-flow-scripts/flow DESIGN_CONFIG=/design/flow/config.mk WORK_HOME=/design/flow/orfs finish
--- ./design.v ---
module FIFO(clk_r, clk_w, rst, buf_in, buf_out, wr_en ,rd_en ,buf_empty ,buf_full, fifo_counter );
input rst, clk_r, clk_w, wr_en,rd_en;
input [7:0] buf_in;
output [7:0] buf_out ;
output buf_empty ,buf_full;
output [6:0] fifo_counter;
reg[7:0] buf_out;
reg buf_empty, buf_full;
reg[6:0] fifo_counter; 
reg[3:0] rd_ptr,wr_ptr;
reg[7:0] buf_mem[63:0];
always@(fifo_counter) 
begin
    buf_empty = (fifo_counter == 0);
    buf_full = (fifo_counter == 64);
end
always@(posedge clk_w or posedge rst )
begin
    if(rst)
        fifo_counter <= 0;
    else if(!buf_full && wr_en ) 
        fifo_counter <= fifo_counter + 1;
end
always@(posedge clk_r)
begin
    if(!buf_empty && rd_en) 
        fifo_counter <= fifo_counter - 1;
end
always@(posedge clk_r or posedge rst) 
    begin
        if(rst)
            buf_out <= 0;
        else 
            begin
                if(rd_en && !buf_empty) 
                    buf_out <= buf_mem[rd_ptr];
                else
                    buf_out <= buf_out; 
            end
    end
always@(posedge clk_w)
    begin
        if(wr_en && !buf_full)
            buf_mem[wr_ptr] <= buf_in;
        else 
            buf_mem[wr_ptr] <= buf_mem[wr_ptr]; 
    end
always@(posedge clk_w or posedge rst)
    begin
        if(rst )
            wr_ptr <= 0;
        else if(!buf_full && wr_en)
            wr_ptr <= wr_ptr + 1;
        else
            wr_ptr <= wr_ptr;
    end
always@(posedge clk_r or posedge rst)
    begin
        if(rst )
            rd_ptr <= 0;
        else if(!buf_empty && rd_en)
            rd_ptr <= rd_ptr + 1;
        else
            rd_ptr <= rd_ptr;
    end
endmodule
--- ./config.mk ---
export PLATFORM = sky130hd
export DESIGN_NAME = FIFO
export DESIGN_NICKNAME = FIFO
export VERILOG_FILES = /design/flow/design.v
export SDC_FILE = /design/flow/constraint.sdc
export NUM_CORES = 4
export LEC_CHECK = 1
export CORE_UTILIZATION = 40
--- ./constraint.sdc ---
current_design FIFO

set clk_period 3.7
set clk_io_pct 0.2

create_clock -name clk0 -period $clk_period [get_ports {clk_r}]
create_clock -name clk1 -period $clk_period [get_ports {clk_w}]

set non_clock_inputs [all_inputs -no_clocks]
set_input_delay [expr $clk_period * $clk_io_pct] -clock clk0 $non_clock_inputs
set_output_delay [expr $clk_period * $clk_io_pct] -clock clk0 [all_outputs]
==> results.txt <==
This note records the results obtained with Yosys and OpenROAD.

Synthesis
The register area share after synthesis is 61.1%. Synthesis inferred 158 register bits. The yosys synthesis warning count is 1. The yosys-reported design area after synthesis is 7580 sq um. The unique cell type count in the Yosys netlist is 55.

The most used flip-flop cell after synthesis is sky130_fd_sc_hd__edfxtp_1. Counting flops with an async set or reset pin after synthesis yields a share of 14.6%. In this run, synthesis inferred 135 flip-flops with an integrated enable. The cell total in the yosys stat output is 484.

Outcome
It got as far as synthesis (1_2_yosys) and failed there. The flow did not finish. The tool reported: "ERROR: Found 7 problems in 'check -assert'".
logic make-up after synthesis:
family | after synthesis | synth area share [%]
adders and majority gates | 6 | 0.990
muxes | 79 | 17.8
DFF | 158 | 61.1
AOI/OAI and AO/OA | 87 | 8.33
xor gates and xnor gates | 15 | 1.73
and+or+nand+nor | 91 | 6.16
buffers and inverters | 48 | 3.91
synthesized netlist by cell type, types with 3 or more instances:
cell | count | area (sq um)
sky130_fd_sc_hd__nand3b_1 | 4 | 30.0
sky130_fd_sc_hd__o22ai_1 | 18 | 113
sky130_fd_sc_hd__mux2i_1 | 19 | 190
sky130_fd_sc_hd__xor2_1 | 5 | 43.8
sky130_fd_sc_hd__mux4_2 | 35 | 788
sky130_fd_sc_hd__a211oi_1 | 3 | 22.5
sky130_fd_sc_hd__nor2_1 | 19 | 71.3
sky130_fd_sc_hd__and3_1 | 3 | 18.8
sky130_fd_sc_hd__mux4_1 | 6 | 158
sky130_fd_sc_hd__clkbuf_1 | 9 | 33.8
sky130_fd_sc_hd__nand4_1 | 3 | 18.8
sky130_fd_sc_hd__buf_6 | 10 | 113
sky130_fd_sc_hd__dfrtp_1 | 23 | 576
sky130_fd_sc_hd__mux2_2 | 19 | 214
sky130_fd_sc_hd__o31ai_1 | 5 | 37.5
sky130_fd_sc_hd__inv_1 | 9 | 33.8
sky130_fd_sc_hd__a221o_1 | 5 | 50.1
sky130_fd_sc_hd__o21ai_0 | 11 | 55.1
sky130_fd_sc_hd__a221oi_1 | 5 | 43.8
sky130_fd_sc_hd__o221ai_1 | 3 | 26.3
sky130_fd_sc_hd__xnor2_1 | 10 | 87.6
sky130_fd_sc_hd__a21oi_1 | 15 | 75.1
sky130_fd_sc_hd__nand2b_1 | 9 | 56.3
sky130_fd_sc_hd__ha_1 | 6 | 75.1
sky130_fd_sc_hd__nor3_1 | 7 | 35.0
sky130_fd_sc_hd__edfxtp_1 | 135 | 4050
sky130_fd_sc_hd__buf_2 | 14 | 70.1
sky130_fd_sc_hd__a22oi_1 | 4 | 30.0
sky130_fd_sc_hd__nand2_1 | 27 | 101
